==> design.v <==
module adder_4b(
    input wire i_clk,
    input wire [3:0] in_a,
    input wire [3:0] in_b,
    output reg [3:0] out_sum,
    output reg out_overflow
);
wire [3:0] full_adder_sum;
wire [3:0] full_adder_carry_outs;
full_adder adder_0(
    in_a[0], in_b[0],
    1'b0,
    full_adder_sum[0],
    full_adder_carry_outs[0]
);
genvar i;
generate
for (i = 1; i < $bits(in_a); i++)
    full_adder adder(
        in_a[i],
        in_b[i],
        full_adder_carry_outs[i-1],
        full_adder_sum[i],
        full_adder_carry_outs[i]
    );
endgenerate
always @(posedge i_clk) begin
    out_sum <= full_adder_sum;
    out_overflow <= full_adder_carry_outs[$bits(in_a)-1];
end
endmodule
module full_adder(
    input wire in_a,
    input wire in_b,
    input wire in_carry,
    output wire out_sum,
    output wire out_carry
);
assign out_sum = in_a ^ in_b ^ in_carry;
assign out_carry = (in_a & in_b) | (in_carry & (in_a ^ in_b));
endmodule
==> run.sh <==
#!/bin/bash
# OpenROAD 26Q1-2900-gdf79404cd8, Yosys 0.63+post, stock flow scripts
make -C /OpenROAD-flow-scripts/flow DESIGN_CONFIG=/design/flow/config.mk WORK_HOME=/design/flow/orfs finish
==> config.mk <==
export PLATFORM = sky130hd
export DESIGN_NAME = adder_4b
export DESIGN_NICKNAME = adder_4b
export VERILOG_FILES = /design/flow/design.v
export SDC_FILE = /design/flow/constraint.sdc
export NUM_CORES = 4
export LEC_CHECK = 1
export CORE_AREA = 10 10 70 70
export DIE_AREA = 0 0 80 80
==> constraint.sdc <==
current_design adder_4b

set clk_period 2.8
set clk_io_pct 0.2

create_clock -name clk0 -period $clk_period [get_ports {i_clk}]

set non_clock_inputs [all_inputs -no_clocks]
set_input_delay [expr $clk_period * $clk_io_pct] -clock clk0 $non_clock_inputs
set_output_delay [expr $clk_period * $clk_io_pct] -clock clk0 [all_outputs]
==> run_results.csv <==
group,metric,value,unit
routing,wl,524,um
global_route,grt_pass1_vias,148,
flow_run,drv_cap,0,
synthesis,syn_area,191,sq um
floorplan,fp.coreArea,0.00342,sq mm
synthesis,synthDominantCellAreaShare,52.3,%
global_route,grt_max_degree,4,
synthesis,ys.flops,5,
sta,period_used_share,82.1,%
sta,max_freq,435,MHz
cts,cts.repair.resized,0,
synthesis,ys_seq_share,52.3,%
critical_path,crit_path_start,"in_a[0]",
cts,hold_buffers,0,
cts,clk_pin_slew,0.04,ns
synthesis,ys_chip_area,191,sq um
floorplan,fp-utilization,5.60,%
cts,cts_htree_levels,1,
global_route,overflow,0,
power,pwr_density_cell,517,mW/mm^2
min_path,worstHoldPathType,"in2reg",
placed_design,port_buffers,13,
critical_path,cp-endpoint,"out_sum[3]",
routing,top_layer,"met4",
floorplan,num_rows,21,
critical_path,crit_type,"in2reg",
power,p_total,210,uW
power,combPwrFrac,20.2,%
critical_path,cp_common_cell,"fa_1",
critical_path,cpMaxStageDelayCell,"clkdlybuf4s50_1",
sta,hold_viol_final,0,
routing,vias_per_cell,1.75,
routing,drt_iter0_markers,7,
global_route,antenna_found_initial,0,
routing,routedWlPerCell,6.81,um
synthesis,synth.distinct_cells,4,
final_layout,area_growth,112,%
sta,relSlewSlack,93.6,%
routing,wl_met3,167,um
cts,post_cts.repair.setup_buffers,0,
critical_path,critPathCaptureType,"register",
critical_path,startpoint_type,"input port",
synthesis,yosys_warnings,1,
synthesis,top_area_cell,"dfxtp_1",
sta,final-setup-viol-count,0,
cts,cts.sinks,5,
global_route,grt_first_pass_wirelength,696,um
placed_design,detailed_place_hpwl,462,um
power,power.share.clock,39.4,%
sta,rsz0062_at_grt,"no",
final_layout,final_cell_count_no_fill,77,
critical_path,max_stage_delay,0.41,ns
routing,drc_errors,0,
cts,cts_buffers,3,
routing,vias,135,
floorplan,die_x,80,um
floorplan,num_io_pins,14,
power,p_int,168,uW
placed_design,place_inst,73,
routing,ant_nets,0,
synthesis,area_leaders,"dfxtp_1 (52%), fa_1 (31%), inv_1 (9.8%), ha_1 (6.5%)",
placed_design,gp_congestion,0.823,
power,p_leak,0.165,nW
synthesis,synth_cells,14,
cts,clk_root_buffer_cell,"clkbuf_4",
critical_path,path_cells,"clkdlybuf4s50_1 > ha_1 > fa_1 > fa_1 > inv_1 > fa_1 > inv_1",
power,worst_ir_drop_vdd,0.000123,V
routing,met2WireLength,98,um
cts,cts_tree,"yes",
routing,antenna-diode-count,0,
final_layout,stdcell_area,405,sq um
power,seqPwrFrac,40.4,%
sta,fin_tns_setup,0,ns
final_layout,drive_above_1_share,9.68,%
synthesis,synth_area_per_cell,13.7,sq um
critical_path,arrival,2.49,ns
routing,wl_met1,250,um
critical_path,crit_required,2.99,ns
cts,clock_path_buffers,2,
outcome,outcome,"complete, no violations",
critical_path,crit_fanout,1,
floorplan,die_h,80,um
final_layout,fin_util,11.9,%
power,p_sw_share,20.0,%
sta,slew_violations,0,
placed_design,place_area,379,sq um
synthesis,ys_cells,14,
flow_run,warnings,25,
power,p_switching,42.0,uW
routing,drt_pass1_iterations,2,
sta,tightest_slew,0.0953,ns
floorplan,chipArea,0.00640,sq mm
sta,final.min_clock_period,2.30,ns
global_route,track_usage,1.70,%
[layout make-up]
cell class                      instances  area [sq um]
Clock buffer                            4          26.3
Fill cell                             396          3010
Inverter                                5          18.8
Multi-Input combinational cell          4          72.6
Sequential cell                         5           100
Tap cell                               46          57.6
Timing Repair Buffer                   13           130
[critical path: cells and delay by family]
family / cells / cell delay, ns
fa+ha+maj: 4 / 1.39
buf+inv: 3 / 0.55
[per-stage QoR]
| stage | hold WS (ns) | worst slack [ns] |
|---|---|---|
| 6_report | 0.924 | 0.501 |
| 5_1_grt | 0.914 | 0.464 |
| 4_1_cts | 0.919 | 0.500 |
| 3_5_place_dp | 1.17 | 0.251 |
| 3_3_place_gp | 1.16 | 0.259 |
| 2_1_floorplan | 0.680 | 0.762 |
[power by group through the flow]
stage / clock network, mW / logic (mW) / registers (mW)
4_1_cts: 0.0878 / 0.0434 / 0.0846
5_1_grt: 0.0961 / 0.0471 / 0.0853
6_report: 0.0826 / 0.0424 / 0.0846
[registers in the layout (all words and copies together), names as in the netlist]
register,count
out_sum,4
out_overflow,1
[placed cells by master, fill, tap and decap left out]
master           count
ha_1                 1
clkbuf_1             1
fa_1                 3
clkbuf_4             3
inv_1                5
dfxtp_1              5
clkdlybuf4s50_1     13
[layer usage]
layer,vias up,track usage (%)
met1,46,2.03
met2,13,0.883
met3,2,3.30
met5,-,0
li1,74,-
met4,0,0.528
[synth_stat cells (all sizes together)]
cell type and instances:
inv 5, fa 3, dfxtp 5, ha 1
[cells by family after synthesis]
group,Yosys count,share of synthesized area [%]
flip-flops,5,52.3
buffers and inverters,5,9.80
adder cells (fa/ha/maj),4,37.9
[worst min path at each step]
| stage | from | endpoint | slack (ns) | cells after the start |
|---|---|---|---|---|
| after global routing | in_b[0] | out_sum[0] | 0.91 | 2 |
| final | in_b[0] | out_sum[0] | 0.92 | 2 |
| after CTS | in_b[0] | out_sum[0] | 0.92 | 2 |
Power figures rest on the tool's default switching activity, not on a simulated workload.
